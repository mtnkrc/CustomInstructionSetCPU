<file path="./design.v">
module projectCPU2022(
  clk,
  rst,
  wrEn,
  data_fromRAM,
  addr_toRAM,
  data_toRAM,
  PC,
  W
);
input clk, rst;
input wire [15:0] data_fromRAM;
output reg [15:0] data_toRAM;
output reg wrEn;
output reg [12:0] addr_toRAM;
output reg [12:0] PC;  
output reg [15:0] W;  
reg [12:0] PCNext;
reg [2:0] opcode, opcodeNext;
reg [12:0] operand, operandNext;
reg [15:0] num, numNext;
reg [2:0] state, stateNext;
reg [15:0] WNext;
always @(posedge clk)begin
	state    <= #1 stateNext;
	PC       <= #1 PCNext;
	opcode   <= #1 opcodeNext;
	operand  <= #1 operandNext;
	W        <= #1 WNext;
	num      <= #1 numNext;
end
always @*begin
	stateNext    = state;
	PCNext       = PC;
	opcodeNext   = opcode;
	operandNext  = operand;
	numNext      = num;
	WNext        = W;
	addr_toRAM   = 0;
	wrEn         = 0;
	data_toRAM   = 0;
if(rst)
	begin
	stateNext    = 0;
	PCNext       = 0;
	opcodeNext   = 0;
	operandNext  = 0;
	WNext        = 0;
	numNext      = 0;
	addr_toRAM   = 0;
	wrEn         = 0;
	data_toRAM   = 0;
	end
else 
	case(state)
		0: begin
			PCNext      = PC;
			opcodeNext  = opcode;
			operandNext = 0;
			addr_toRAM  = PC;
			numNext     = 0;
			WNext       = W;
			wrEn        = 0;
			data_toRAM  = 0;
			stateNext   = 1;
		end
		1: begin
			PCNext      = PC;
			opcodeNext  = data_fromRAM[15:13];
			operandNext = data_fromRAM[12:0];
			numNext     = num;
			WNext       = W;
			wrEn        = 0;
			addr_toRAM  = data_fromRAM[12:0];
			stateNext   = 3;
			if(operandNext == 0) begin
				addr_toRAM  = 4;
				stateNext   = 2;
			end
		end
		2: begin
			PCNext      = PC;
			opcodeNext  = opcode;
			operandNext = data_fromRAM;
			WNext       = W;
			addr_toRAM  = data_fromRAM;
			numNext     = 0;
			wrEn        = 0;
			data_toRAM  = 0;
			stateNext   = 3;
		end 
		3: begin
			PCNext      = PC;
			opcodeNext  = opcode;
			operandNext = operand;
			addr_toRAM  = operand;
			numNext     = 0;
			WNext       = W;
			wrEn        = 0;
			data_toRAM  = 0;
			if(opcodeNext == 3'b000) begin
				stateNext = 4;
			end
			if(opcodeNext == 3'b001) begin
				stateNext = 4;
			end
			if(opcodeNext == 3'b010) begin
				stateNext = 4;
			end
			if(opcodeNext == 3'b011) begin
				stateNext = 4;
			end
			if(opcodeNext == 3'b100) begin
				stateNext = 4;
			end
			if(opcodeNext == 3'b101) begin
				stateNext = 4;
			end
			if(opcodeNext == 3'b110) begin
				stateNext = 4;
			end
			if(opcodeNext == 3'b111) begin
				stateNext = 4;
			end	
		end
		4: begin
			PCNext       = PC + 1;
			opcodeNext   = opcode;
			operandNext  = operand;
			addr_toRAM   = operand;
			numNext      = data_fromRAM;
			wrEn         = 1;
			WNext        = W;
			if(opcode == 3'b000) begin
				wrEn      = 0;
				WNext     = W + data_fromRAM;
				stateNext = 0;
			end
			if(opcode == 3'b001) begin
				wrEn      = 0;
				WNext     = ~(W | data_fromRAM);
				stateNext = 0;
			end
			if(opcode == 3'b010) begin
				wrEn      = 0;
				stateNext = 0;
				if(data_fromRAM < 16) begin
					WNext = W >> data_fromRAM;
				end
				else begin
					WNext = W << data_fromRAM[3:0];
				end
			end 
			if(opcode == 3'b011) begin
				wrEn        = 0;
				stateNext   = 0;
				if(data_fromRAM < 16) begin
					WNext = (W >> data_fromRAM) | (W << (16-data_fromRAM));
				end
				else begin
					WNext = (W << data_fromRAM[3:0]) | (W >> (16-data_fromRAM[3:0]));
				end
			end
			if(opcode == 3'b100) begin
				wrEn      = 0;
				stateNext = 0;
				if(W < data_fromRAM) begin
					WNext  = 16'hFFFF; 
				end
				else if (W == data_fromRAM) begin
					WNext  = 16'h0000;
				end
				else begin
					WNext  = 16'h0001;
				end
			end
			if(opcode == 3'b101) begin
				stateNext = 0;
				if(data_fromRAM == 0) begin
					wrEn   = 0;
					PCNext = W;
				end
				else begin
					wrEn   = 0;
					PCNext = PC + 1;
				end
			end
			if(opcode == 3'b110) begin
				wrEn      = 0;
				stateNext = 0;
				WNext     = data_fromRAM;
			end
			if(opcode == 3'b111) begin
				data_toRAM = W;
				stateNext  = 0;
			end
		end
		default: begin
			stateNext    = 0;
			PCNext       = 0;
			opcodeNext   = 0;
			operandNext  = 0;
			WNext        = 0;
			numNext      = 0;
			addr_toRAM   = 0;
			wrEn         = 0; 
			data_toRAM   = 0;
		end
	endcase
end
endmodule
</file>
<file path="./run.sh">
#!/bin/bash
# OpenROAD 26Q1-2900-gdf79404cd8, Yosys 0.63+post, stock flow scripts
make -C /OpenROAD-flow-scripts/flow DESIGN_CONFIG=/design/flow/config.mk WORK_HOME=/design/flow/orfs finish
</file>
<file path="./config.mk">
export PLATFORM = sky130hd
export DESIGN_NAME = projectCPU2022
export DESIGN_NICKNAME = projectCPU2022
export VERILOG_FILES = /design/flow/design.v
export SDC_FILE = /design/flow/constraint.sdc
export NUM_CORES = 4
export LEC_CHECK = 1
export CORE_UTILIZATION = 50
</file>
<file path="./constraint.sdc">
current_design projectCPU2022

set clk_period 7.3
set clk_io_pct 0.2

create_clock -name clk0 -period $clk_period [get_ports {clk}]

set non_clock_inputs [all_inputs -no_clocks]
set_input_delay [expr $clk_period * $clk_io_pct] -clock clk0 $non_clock_inputs
set_output_delay [expr $clk_period * $clk_io_pct] -clock clk0 [all_outputs]
</file>
==> impl_metrics.env <==
# flow metrics
export IMPL_status="finished clean"
export IMPL_reg2reg_depth=11
export IMPL_max_cap_violations=0
export IMPL_die_y_um=122
export IMPL_synth_flop_count=50
export IMPL_synth_cell_types=96
export IMPL_worst_slew_pin_slew_ps=1140
export IMPL_via_count=8858
export IMPL_clkLatencyLatePin_ps=310
export IMPL_grt_pass1_wl_um=50400
export IMPL_hold_buffers=0
export IMPL_dp_hpwl_um=25000
export IMPL_rows=43
export IMPL_layout_top_cells="nor2_1 (106), nand2_1 (77), clkdlybuf4s50_1 (75), a21oi_1 (71), o21ai_0 (65)"
export IMPL_stdcell_count=1203
export IMPL_dp_cells=1194
export IMPL_grt_use_total=0.471
export IMPL_min_period_ps=5790
export IMPL_syn_to_final_growth_pct=14.4
export IMPL_final_period_utilization=0.793
export IMPL_drc_errors=0
export IMPL_drt_vias_per_instance=7.36
export IMPL_placement_io_buffers=76
export IMPL_grt_pass1_vias=8117
export IMPL_cts_made_buffers=5
export IMPL_grt_remaining_overflow=0
export IMPL_syn_avg_cell_area_sq_um=7.35
export IMPL_critPathLaunchType="input pin"
export IMPL_yosysTopAreaCell="dfxtp_1"
export IMPL_leakage_nw=2.99
export IMPL_die_area_sq_mm=0.0150
export IMPL_ys_flop_type="dfxtp_1"
export IMPL_root_buffer="clkbuf_16"
export IMPL_topCellsByArea="dfxtp_1 (14%), ha_1 (8.6%), mux4_2 (5.9%), nor2_1 (5.5%), a21oi_1 (4.9%)"
export IMPL_finalClockSkew_ps=8.79
export IMPL_yosysWarningCount=1
export IMPL_yosysChipArea_sq_mm=0.00724
export IMPL_h_tree_depth=2
export IMPL_io_pins=77
export IMPL_synth_top_cell_area_share=0.138
export IMPL_ys_cells=985
export IMPL_drtIter0Drc=1357
export IMPL_wirelength_um=34200
export IMPL_drt_pre_antenna_iters=8
export IMPL_edf_count=0
export IMPL_relSlewSlack=0.229
export IMPL_cp_required_ps=5840
export IMPL_seq_area_frac_synth=0.138
export IMPL_cts_tree="built"
export IMPL_setup_viol=0
export IMPL_clock_fmax_mhz=173
export IMPL_endpoint_kind="output port"
export IMPL_place_area_sq_mm=0.00812
export IMPL_hold_path_depth=2
export IMPL_post_cts_setup_buffer_count=0
export IMPL_drv_slew=0
export IMPL_drtAntennaViolNets=0
export IMPL_clock_sinks=50
export IMPL_pwr_density_cell_mw_per_mm2=93.6
export IMPL_layout_top_cell="nor2_1"
export IMPL_path_class="input pin to output port"
export IMPL_die_x_um=122
export IMPL_async_flop_share=0
export IMPL_drive_gt1_frac=0.0998
export IMPL_wire_per_inst_um=28.4
export IMPL_peakVddDrop_mv=0.160
export IMPL_clk_pin_slew_ps=70
export IMPL_clockBufferDepth=2
export IMPL_holdWs_ps=472
export IMPL_design_area_sq_mm=0.00828
export IMPL_rsz0062_at_grt="false"
export IMPL_warning_count=58
export IMPL_crit_fanout=11
export IMPL_place_congestion=1.10
export IMPL_syn_inst=985
export IMPL_coreArea_sq_mm=0.0140
export IMPL_hold_path_class="register to register"
export IMPL_cts_repair_resized=0
export IMPL_setup_tns_ps=0
export IMPL_fp_utilization=0.517
export IMPL_antenna_found_initial=1
export IMPL_grt_max_degree=45
export IMPL_hold_viol=0
export IMPL_crit_arrival_ps=4330
export IMPL_synth_area_sq_mm=0.00724
cells in the mapped netlist (all sizes together) (7+ instances only):
cell / number
inv: 44
a211o: 7
mux2i: 33
o21ai: 72
a221oi: 7
a31oi: 16
nor3b: 11
and2: 10
o31ai: 10
nor2b: 13
and3: 16
nand2: 78
nor3: 37
a22oi: 22
mux2: 12
a211oi: 15
nand3: 28
o211ai: 17
dfxtp: 50
mux4: 19
a222oi: 11
xnor2: 9
nand4: 9
a21oi: 73
ha: 50
nor4: 8
buf: 28
clkbuf: 53
o21a: 10
nor2: 107
o22ai: 9
cell type report:
cell class | instances | area (sq um)
tap | 180 | 225
clock inverter | 2 | 16.3
sequential | 50 | 1000
timing repair buffer | 110 | 1010
fill | 1225 | 5710
clock buffer | 6 | 139
multi-input combinational | 809 | 5710
inverter | 45 | 169
antenna | 1 | 2.50
per-stage QoR:
stage	setup WS [ps]	util	total power, mW
global route	1270	0.592	0.795
finish	1510	0.592	0.774
floorplan	2460	-	0.434
CTS	1530	0.591	0.767
detailed placement	1540	0.580	0.511
global placement	1620	0.580	0.509
worst paths after layout:
path                                      start             to  slack [ps]
worst min register to register       operand[2]     operand[2]         470
worst min-delay path                 operand[2]     operand[2]         470
worst max register to register            W[11]           W[7]        3350
worst max-delay path            data_fromRAM[1]  addr_toRAM[1]        1510
registers in the layout (all words and copies together), names as in the netlist:
name and flops:
W 16, PC 13, operand 13, state 5
opcode 3
report_power, final:
part | switching, mW | internal [mW] | total (mW)
Clock | 0.119 | 0.138 | 0.258
Sequential | 0.00721 | 0.277 | 0.284
Combinational | 0.153 | 0.0794 | 0.232
Total | 0.279 | 0.495 | 0.774
routing by layer:
metal,track usage,routed length [um],vias up
li1,-,-,3815
met1,0.627,12800,4101
met2,0.638,13800,782
met3,0.190,5110,160
met4,0.288,2560,0
met5,0,0,-
kinds of logic after synthesis:
kind of cell,share of synthesized area
AOI/OAI and AO/OA,0.327
xor gates and xnor gates,0.0145
adders and majority gates,0.0892
buffers and inverters,0.0731
DFF,0.138
muxes,0.124
and+or+nand+nor,0.234
critical path: stages:
cell and delay (ps):
clkdlybuf4s50_1 430, inv_2 240, ha_1 430, nor4b_1 480
nand2_1 120, a21o_1 310, a222oi_1 370, nor2_1 80
clkdlybuf4s50_1 400
Power and IR drop assume default switching activity.
